<file path="flow/design.v">
module Register_File(
    input clk,
    input rst,
    input WE3_PE1,               
    input WE3_PE2,               
    input [4:0] A1_PE1,          
    input [4:0] A2_PE1,          
    input [4:0] A3_PE1,          
    input [4:0] A1_PE2,          
    input [4:0] A2_PE2,          
    input [4:0] A3_PE2,          
    input [31:0] WD3_PE1,        
    input [31:0] WD3_PE2,        
    output [31:0] RD1_PE1,       
    output [31:0] RD2_PE1,       
    output [31:0] RD1_PE2,       
    output [31:0] RD2_PE2        
);
    reg [31:0] Register [31:0];
    always @ (posedge clk) begin
        if (WE3_PE1 && (A3_PE1 != 5'h00))
            Register[A3_PE1] <= WD3_PE1;
    end
    always @ (posedge clk) begin
        if (WE3_PE2 && (A3_PE2 != 5'h00))
            Register[A3_PE2] <= WD3_PE2;
    end
    assign RD1_PE1 = (rst == 1'b0) ? 32'd0 : Register[A1_PE1];
    assign RD2_PE1 = (rst == 1'b0) ? 32'd0 : Register[A2_PE1];
    assign RD1_PE2 = (rst == 1'b0) ? 32'd0 : Register[A1_PE2];
    assign RD2_PE2 = (rst == 1'b0) ? 32'd0 : Register[A2_PE2];
    initial begin
        Register[0] = 32'h00000000;
    end
endmodule
</file>
<file path="flow/run.sh">
#!/bin/bash
# OpenROAD 26Q1-2900-gdf79404cd8, Yosys 0.63+post, stock flow scripts
make -C /OpenROAD-flow-scripts/flow DESIGN_CONFIG=/design/flow/config.mk WORK_HOME=/design/flow/orfs finish
</file>
<file path="flow/config.mk">
export PLATFORM = sky130hd
export DESIGN_NAME = Register_File
export DESIGN_NICKNAME = Register_File
export VERILOG_FILES = /design/flow/design.v
export SDC_FILE = /design/flow/constraint.sdc
export NUM_CORES = 4
export LEC_CHECK = 1
export CORE_UTILIZATION = 50
</file>
<file path="flow/constraint.sdc">
current_design Register_File

set clk_period 6.8
set clk_io_pct 0.2

create_clock -name clk0 -period $clk_period [get_ports {clk}]

set non_clock_inputs [all_inputs -no_clocks]
set_input_delay [expr $clk_period * $clk_io_pct] -clock clk0 $non_clock_inputs
set_output_delay [expr $clk_period * $clk_io_pct] -clock clk0 [all_outputs]
</file>
==> out/qor.txt <==
P_leak -> 27.56 nW
Drc violations -> 0
Die H -> 393.4 um
RSZ-0062 raised after global routing -> no
Rel. slew slack -> 18.59%
Row count -> 143
WS Path Type -> primary input to output port
Synth Seq Share -> 40.15%
Yosys cell count -> 4,952
Crit share post-route -> 89.76%
Yosys stat area -> 76,580 sq um
Met1 GRT Util -> 58.37%
GP Congestion -> 1.053
Setup ws final -> 0.6964 ns
VDD IR max -> 0.2269 mV
Minimum clock period -> 6.104 ns
Clock Path Buffers -> 3
Final Setup Violations -> 0
Max reg flops -> 1,024
Total Wirelength -> 341,000 um
Gr busiest metal -> met2
Share of layout cells above drive strength 1 -> 54.08%
Tot Pwr -> 17.40 mW
Crit path launch type -> primary input
Req. time, crit path -> 5.44 ns
Final Hold Vio Count -> 0
Clock root buffer -> clkbuf_16
Fp util -> 50.42%
Resized cells post-CTS -> 0
Post-route core utilization -> 56.36%
Setup WS pre-CTS -> 0.7970 ns
Met2 Resource Use GR -> 61.04%
I/O Pins -> 226
Clock transition at path regs -> 0.06 ns
Distinct cells, synth -> 40
Vias -> 55,620
Cells after synthesis -> 4,952
Clock sink count -> 1,024
Hold Crit Class -> primary input to flip-flop
Largest net degree at the start of global routing -> 65
GR Util All Layers -> 48.52%
Syn avg cell area -> 15.47 sq um
Crit path DAT -> 4.74 ns
Max Cap Viol -> 0
Syn-to-layout area delta -> 11.80%
# hold bufs at CTS -> 0
Die width -> 393.4 um
DP Cell Count -> 6,841
Ys flops -> 1,024
# Post-CTS Setup Buffers -> 0
Top flop regs -> Register: 1024 flops
Chip area -> 154,700 sq um
Grt total ovfl -> 0
Worst slew pin tran -> 1.218 ns
Yosys Warn Count -> 1
Final Max Tran Viols -> 0
WL per Instance -> 48.15 um
Final non-filler cell total -> 7,081
Count of tool warnings -> 26
Most flops, register -> Register
Initial antenna violation count -> 15
Buffers on Ports -> 225
Detail-routed via count per cell -> 7.855
Post-detailed-route count of antenna-violating nets -> 0
GRT met3 Usage -> 44.03%
Status -> complete, no violations
Mapped Area -> 76,580 sq um
Initial DRC Count -> 4,592
Dominant cell area share -> 40.15%
CTS H-Tree Depth -> 3
Critical path capture point type -> output port
Crit path max fanout -> 14
Setup TNS -> 0 ns
P per Cell Area -> 203.2 nW/um^2
Global-route wire length before repair -> 469,500 um
CTS tree -> built
Cts bufs inserted -> 121
Core area -> 151,900 sq um
Vias in the first global route -> 57,530
Top cells by area -> edfxtp_1, mux4_2, mux2_2
Filler Cells Inserted -> 11,850
HPWL after DPL -> 216,000 um
Yosys top cell by area -> edfxtp_1
1st-pass router iterations -> 6
Max Clk Rate -> 163.8 MHz
-- per-stage QoR --
step	hold WS [ns]	instance area [sq um]
3_3_place_gp	2.199	81620
6_report	1.427	85620
5_1_grt	1.471	85590
2_1_floorplan	1.527	76700
3_5_place_dp	2.201	81620
4_1_cts	1.405	85580
-- Yosys cell counts (all sizes together) --
cell type     n
a221oi       93
a22oi       128
a31oi       128
and2          4
and3          1
and3b         1
buf         338
clkbuf      383
conb          1
edfxtp     1024
inv           4
mux2       1248
mux2i       256
mux4        896
nand2        90
nand2b        6
nand3         6
nand3b        4
nand4         1
nor2         30
nor2b        11
nor3          1
nor3b         4
o2111ai      35
o21ai       108
o221ai      128
o22ai        16
or2           6
or3b          1
-- logic make-up (layout without fill, tap and decap cells) --
logic type | Yosys count | in the layout | synth area share (%)
simple gates | 166 | 166 | 1.041
flops | 1024 | 1024 | 40.15
compound gates | 636 | 636 | 6.065
buf+inv | 725 | 777 | 4.692
mux | 2400 | 2400 | 48.05
other cells | 1 | 48 | 0.004897
-- cell type report --
type                            instances  area, sq um  share of cell area (%)
Antenna cell                           16        40.04                 0.04676
Clock buffer                          146         3164                   3.696
Clock inverter                         78        794.5                  0.9280
Inverter                                4        25.02                 0.02923
Multi-Input combinational cell       3234        43060                   50.29
Sequential cell                      1024        30750                   35.91
Tap cell                             2030         2540                   2.967
Timing Repair Buffer                  549         5250                   6.132
-- power breakdown --
part | total, mW | leakage (nW) | internal, mW | switching [mW]
clock | 6.75 | 1.93 | 3.91 | 2.84
sequential | 7.27 | 9.27 | 7.13 | 0.137
combinational | 3.37 | 16.4 | 1.48 | 1.89
total | 17.4 | 27.6 | 12.5 | 4.87
-- worst paths after layout --
kind / cells after the start / startpoint / end / slack, ns
setup / recovery: 6 / A2_PE1[3] / RD2_PE1[20] / 0.70
hold / removal: 2 / WD3_PE2[25] / Register[0][25] / 1.43
-- cells in the final DEF, fill, tap and decap left out, types with 4 or more instances in the layout --
cell,count
clkinv_2,20
nand2b_2,4
a22oi_1,128
nand2_1,75
bufinv_16,17
nor2_2,8
a31oi_1,128
inv_4,4
buf_8,8
o21ai_0,68
or2_2,5
mux2i_1,256
and2_2,4
mux2_1,36
clkbuf_1,23
o2111ai_1,35
clkinvlp_4,4
buf_12,45
diode_2,16
edfxtp_1,1024
clkbuf_16,123
nand3_1,6
nor2b_4,8
buf_4,280
buf_2,8
mux2_2,1212
mux4_2,896
nand2_4,13
buf_6,4
clkinv_1,34
o21ai_4,15
a221oi_1,93
nor2_4,20
o22ai_4,16
conb_1,32
clkdlybuf4s50_1,204
o21ai_1,25
nand3b_1,4
o221ai_1,128
-- routing by layer --
metal	share of wire, %	vias to the layer above
li1	-	21100
met1	31	28150
met2	41	5241
met3	22	1077
met4	5.8	52
met5	0.51	-
-- critical path, stage by stage --
cell and delay (ns):
buf_2 0.61, nand2b_2 0.74, buf_4 0.46, o221ai_1 0.63, a31oi_1 0.30, clkdlybuf4s50_1 0.60
Power and IR drop assume default switching activity.
